--- config.mk ---
export PLATFORM = sky130hd
export DESIGN_NAME = sigma_delta_dac
export DESIGN_NICKNAME = sigma_delta_dac
export VERILOG_FILES = /design/flow/design.v
export SDC_FILE = /design/flow/constraint.sdc
export NUM_CORES = 4
export LEC_CHECK = 1
export CORE_AREA = 10 10 70 70
export DIE_AREA = 0 0 80 80
--- constraint.sdc ---
current_design sigma_delta_dac

set clk_period 6.9
set clk_io_pct 0.2

create_clock -name clk0 -period $clk_period [get_ports {CLK}]

set non_clock_inputs [all_inputs -no_clocks]
set_input_delay [expr $clk_period * $clk_io_pct] -clock clk0 $non_clock_inputs
set_output_delay [expr $clk_period * $clk_io_pct] -clock clk0 [all_outputs]
--- design.v ---
module sigma_delta_dac #(parameter MSBI=7, parameter INV=1'b1)
(
   output reg      DACout,  
   input wire [MSBI:0] DACin,   
   input wire          CLK,
   input wire          RESET
);
reg [MSBI+2:0] DeltaAdder;  
reg [MSBI+2:0] SigmaAdder;  
reg [MSBI+2:0] SigmaLatch;  
reg [MSBI+2:0] DeltaB;      
always @(*) DeltaB = {SigmaLatch[MSBI+2], SigmaLatch[MSBI+2]} << (MSBI+1);
always @(*) DeltaAdder = DACin + DeltaB;
always @(*) SigmaAdder = DeltaAdder + SigmaLatch;
always @(posedge CLK or posedge RESET) begin
   if(RESET) begin
      SigmaLatch <= 1'b1 << (MSBI+1);
      DACout <= INV;
   end else begin
      SigmaLatch <= SigmaAdder;
      DACout <= SigmaLatch[MSBI+2] ^ INV;
   end
end
endmodule
--- run.sh ---
#!/bin/bash
# OpenROAD 26Q1-2900-gdf79404cd8, Yosys 0.63+post, stock flow scripts
make -C /OpenROAD-flow-scripts/flow DESIGN_CONFIG=/design/flow/config.mk WORK_HOME=/design/flow/orfs finish
==> flow_metrics.tcl <==
# place-and-route summary
set metrics [dict create \
    status "finished, final reports clean" \
    track_usage_pct 3.747 \
    critical_path.startpoint_type "primary input" \
    first_global_vias 458 \
    synth.ff_latch_count 11 \
    routedWlPerCell_um 9.365 \
    timing.critical_path.arrival_ns 3.15 \
    syn_area_um2 639.4 \
    finalHoldViolations 0 \
    number_of_antenna_violations_at_the_first_check_in_global_routing 0 \
    worst_skew_pair.late_latency_ns 0.26 \
    place_hpwl_um 912.2 \
    fp-row-count 21 \
    cp-end-kind "flip-flop" \
    gpl.final_weighted_congestion 0.7856 \
    ant_nets 0 \
    yosys.stat.seqShare_pct 43.44 \
    cts_made_buffers 3 \
    cts_resized 0 \
    grt_pass1_wl_mm 1.925 \
    grt_start_max_net_pins 12 \
    layout-drive-gt1-share_pct 11.59 \
    worst_slew_margin_relative_to_its_limit_pct 72.09 \
    synthToLayoutAreaGrowth_pct 28.77 \
    design.portCount 11 \
    ys_warn_count 1 \
    clk_root_buffer_cell "clkbuf_4" \
    postCtsSetupBuffers 0 \
    post-route-worst-setup-slack_ns 3.946 \
    critical-path-max-stage-delay_ns 0.46 \
    min_period_over_period_pct 42.81 \
    dieHeight_um 80 \
    post_drt_via_cell_ratio 3.739 \
    timing_worst_slew_pin_value_ns 0.4182 \
    grt_use_met2_pct 5.778 \
    fp.coreArea_um2 3416 \
    timing.critical_path.required_ns 7.10 \
    ir_worst_vdd_mv 0.1114 \
    die_area_um2 6400 \
    number_of_pins_exceeding_their_max_slew_limit_in_the_final_report 0 \
    globalRouteMet1Util_pct 4.396 \
    drt_iter0_drc 15 \
    openroad.warnings 25 \
    gr-usage-met3_pct 2.500 \
    post-place-ws_ns 3.668 \
    mapped_cells 55 \
    postSynth.asyncResetShare_pct 100.0 \
    place.port_buffers 10 \
    core_util_floorplan_pct 18.72 \
    path_max_fanout 2 \
    die_width_um 80 \
    yosysCellCount 55 \
    drv.max_cap_violation_count 0 \
    postSynthAreaPerCell_um2 11.62 \
    post_layout_nonfiller_instances 115 \
    critical_path.slowest_cell "clkdlybuf4s50_1" \
    critical_path_start_end_classification "in2reg" \
    layout_min_cycle_time_ns 2.954 \
    yosys.cell_types.count 23 \
    primary_flip_flop_cell_chosen_by_synthesis_mapping "dfrtp_1" \
    finClkSkew_ns 0.003377 \
    wl_mm 1.077 \
    drt_drc_violations_left 0 \
    summed_standard_cell_area_reported_by_yosys_um2 639.4 \
    grt-ovfl-total 0 \
    clock_tree.buffer_depth 2 \
    grt_busiest_layer "met2" \
    layout.filler_cells 382 \
    setup_total_negative_slack_ns 0 \
    insertedDiodeCount 0 \
    static-leakage-power_nw 0.3689 \
    worstPathCellList "clkdlybuf4s50_1 -> ha_1 -> inv_1 -> fa_1 -> nor2b_4 -> o2111ai_1 -> a31oi_1 -> xor2_1" \
    htreeDepth 1 \
    detail_route.first_pass.iterations 3 \
    achievable-frequency_mhz 338.5 \
    power-per-cell-area_nw_per_um2 418.8 \
    dp_cells 111 \
    post_cts_hold_buffer_count 0 \
    cts_num_sinks 11 \
    tritoncts "built" \
    clkTransAtPathRegs_ns 0.07 \
    hold_path_class "reg2reg" \
    edf_count 0 \
    grt_setup_unrepaired "false" \
    final_report_setup_violation_count 0 \
    dr_total_vias 430 \
]
-- cell families (layout without fill, tap and decap cells) --
family,count (synthesis),in the layout,share of synthesized area (%)
compound gates,13,13,14.87
xor+xnor,7,7,9.589
fa+ha+maj,10,10,20.74
buf+inv,6,20,3.522
flops,11,11,43.44
simple gates,8,8,7.828
-- routing by layer --
metal	share of wire, %	wire length (µm)
met3	10	108
met5	0	0
met2	46	497
met1	43	462
met4	0.74	8
-- cells in the mapped netlist, drive strengths merged, types with 2 or more instances --
cell   number  share of area [%]
a21o        2                2.3
xor2        4                5.5
a21oi       4                3.7
inv         6                3.5
ha          9                 18
nand2       2                1.2
xnor2       3                4.1
o21a        2                2.3
dfrtp       9                 35
dfstp       2                8.2
-- final cells by class --
type / count / area (µm²) / share of cell area [%]
Multi-Input combinational cell: 38 / 339.1 / 41.19
Sequential cell: 11 / 277.8 / 33.74
Timing Repair Buffer: 10 / 100.1 / 12.16
Tap cell: 46 / 57.56 / 6.991
Clock buffer: 4 / 26.28 / 3.191
Inverter: 6 / 22.52 / 2.736
-- final timing paths --
path	from	to	slack (ns)	cells after the start
max	DACin[0]	SigmaLatch[8]	3.95	8
min	SigmaLatch[9]	DACout	0.39	1
max reg2reg	SigmaLatch[0]	SigmaLatch[8]	5.20	7
min reg2reg	SigmaLatch[9]	DACout	0.39	1
max in group asynchronous	RESET	SigmaLatch[8]	5.17	2
min in group asynchronous	RESET	SigmaLatch[9]	1.40	2
-- stage by stage --
step	cell area [µm²]	total power, mW	utilization [%]	hold WS, ns
6_report	823.3	0.3448	24.10	0.3889
5_1_grt	823.3	0.3798	24.10	0.4028
4_1_cts	823.3	0.3505	24.10	0.3932
3_5_place_dp	797.0	0.3054	23.33	0.3827
3_3_place_gp	797.0	0.3002	23.33	0.3724
2_1_floorplan	639.4	0.2660	-	0.3644
-- critical path: cells and delay by family --
family	cells	cell delay [ns]
compound gates	2	0.35
simple gates	1	0.14
xor+xnor	1	0.16
fa+ha+maj	2	0.60
buf+inv	2	0.52
-- power by group --
| group | total [mW] | switching [mW] | internal [mW] |
|---|---|---|---|
| registers | 0.115 | 0.0101 | 0.105 |
| logic | 0.188 | 0.0928 | 0.0948 |
| clock network | 0.0422 | 0.0199 | 0.0224 |
-- placed cells by master (no fill, tap or decap) --
cell type	instances
a31oi_1	1
dfstp_2	2
o2111ai_1	1
nor3_1	1
xnor2_1	3
inv_1	6
fa_1	1
nand2b_1	1
xor2_1	4
clkbuf_4	3
clkbuf_1	1
nor2b_4	1
nand3b_1	1
dfrtp_1	9
a21o_1	2
clkdlybuf4s50_1	10
a21oi_1	3
ha_1	9
or2_1	1
o21ai_0	1
a21oi_2	1
nor2_1	1
o31ai_2	1
a31o_1	1
nand2_1	2
o21a_1	2
-- sequential cells by signal, indices dropped and copies added (netlist names) --
register	cells
DACout	1
SigmaLatch	10
No activity file was given, so power comes from the tool's default toggle rates.
